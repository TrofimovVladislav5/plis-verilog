==> flow/run.sh <==
#!/bin/bash
# OpenROAD 26Q1-2900-gdf79404cd8, Yosys 0.63+post, stock flow scripts
make -C /OpenROAD-flow-scripts/flow DESIGN_CONFIG=/design/flow/config.mk WORK_HOME=/design/flow/orfs finish
==> flow/config.mk <==
export PLATFORM = sky130hd
export DESIGN_NAME = adder_8_reg
export DESIGN_NICKNAME = adder_8_reg
export VERILOG_FILES = /design/flow/design.v
export SDC_FILE = /design/flow/constraint.sdc
export NUM_CORES = 4
export LEC_CHECK = 1
export CORE_AREA = 10 10 70 70
export DIE_AREA = 0 0 80 80
==> flow/constraint.sdc <==
current_design adder_8_reg

set clk_period 2.9
set clk_io_pct 0.2

create_clock -name clk0 -period $clk_period

set non_clock_inputs [all_inputs -no_clocks]
set_input_delay [expr $clk_period * $clk_io_pct] -clock clk0 $non_clock_inputs
set_output_delay [expr $clk_period * $clk_io_pct] -clock clk0 [all_outputs]
==> flow/design.v <==
module full_adder
(
    input x,
    input y,
    input carry_in,
    output sum,
    output carry_out
);
    assign sum = x ^ y ^ carry_in;
    assign carry_out = (x & y) | (x & carry_in) | (y & carry_in);
endmodule
module adder_8_reg(
    input [7:0] x,
    input [7:0] y,
    input carry_in,
    output [7:0] sum,
    output carry_out
);
    wire[7:0] carry;
    full_adder bit0(.x(x[0]), .y(y[0]), .carry_in(carry_in), .sum(sum[0]), .carry_out(carry[0]));
    full_adder bit1(.x(x[1]), .y(y[1]), .carry_in(carry[0]), .sum(sum[1]), .carry_out(carry[1]));
    full_adder bit2(.x(x[2]), .y(y[2]), .carry_in(carry[1]), .sum(sum[2]), .carry_out(carry[2]));
    full_adder bit3(.x(x[3]), .y(y[3]), .carry_in(carry[2]), .sum(sum[3]), .carry_out(carry[3]));
    full_adder bit4(.x(x[4]), .y(y[4]), .carry_in(carry[3]), .sum(sum[4]), .carry_out(carry[4]));
    full_adder bit5(.x(x[5]), .y(y[5]), .carry_in(carry[4]), .sum(sum[5]), .carry_out(carry[5]));
    full_adder bit6(.x(x[6]), .y(y[6]), .carry_in(carry[5]), .sum(sum[6]), .carry_out(carry[6]));
    full_adder bit7(.x(x[7]), .y(y[7]), .carry_in(carry[6]), .sum(sum[7]), .carry_out(carry[7]));
    assign carry_out = carry[7];
endmodule
==> GITHUB_STEP_SUMMARY <==
### Yosys + OpenROAD results

| Metric | Value |
|---|---|
| Status | `finished, violations left` |
| Failing checks | `setup timing` |
| Row count | `21` |
| First-pass DRT Iterations | `1` |
| Layout cells sized above 1 | `0.545` |
| Startpoint types | `input port` |
| Pre-CTS WS | `-2.19 ns` |
| Post-route cell area | `531 µm²` |
| Gate Count Post-Synth | `26` |
| Met1 wire length | `roughly 300 µm` |
| Vias | `212` |
| Vias in the first global route | `between 200 and 250` |
| Number of cells in Yosys stat | `26` |
| First-pass GRT wire length | `about 1.1 mm` |
| Final setup fails | `5` |
| Yosys Chip Area | `~260 µm²` |
| Pwr/cell area | `roughly 160 mW/mm²` |
| RSZ-0062 raised after global routing | `yes` |
| F_max | `237 MHz` |
| Leak Pwr | `roughly 0.22 nW` |
| WS Path Type | `input port to output port` |
| Via density | `roughly 2.4` |
| Register area share after synthesis | `0` |
| Max-slew headroom at the worst pin | `0.931` |
| Antenna viol nets, final | `0` |
| Routed Wire Length | `746 µm` |
| Hold-fix buffers at CTS | `0` |
| CP max FO | `1` |
| Iteration-0 DRC Markers | `0` |
| Combinational gate area | `around 180 µm²` |
| Flop area | `0 µm²` |
| PnR worst setup slack | `-1.32 ns` |
| Netlist cell types | `3` |
| Setup bufs post-CTS | `0` |
| Data arrival, critical path | `3.64 ns` |
| Grt total ovfl | `0` |
| Synth-to-layout area growth | `106%` |
| Max-slew violation count | `0` |
| Ports | `26` |
| Buffers on Ports | `26` |
| Setup crit end kind | `output port` |
| Fillers | `392` |
| DR WL/cell | `approximately 8.3 µm` |
| Post-route core utilization | `0.155` |
| Top Layer Used | `met3` |
| Flop count | `0` |
| DR WL met2 | `210 µm` |
| Synth warn | `0` |
| # diodes | `0` |
| Die area | `~0.0064 mm²` |
| Placement Cell Area | `between 500 and 600 µm²` |
| Final Power | `about 0.085 mW` |
| Total GRT Usage | `0.0219` |
| Routed length on met3 | `235 µm` |
| Hold Vio Cnt, Final | `0` |
| Die height | `~80 µm` |
| Die X | `roughly 80 µm` |
| WP data required | `2.32 ns` |
| Initial antenna violation count | `0` |
| Mapped Avg Cell Area | `9.91 µm²` |
| Mapped Area | `around 260 µm²` |
| Tightest Pin Transition | `between 0.1 and 0.15 ns` |
| Core Region | `~0.0034 mm²` |
| DR DRC count | `0` |
| Min Hold Slack | `around 1.9 ns` |
| Tool Warnings | `35` |
| Worst hold-check path type | `input port to output port` |
| Min Tclk post-route | `approximately 4.2 ns` |
| Max-Cap Viols | `0` |
| Largest net degree at the start of global routing | `2` |
| Final period util | `1.46` |
| Initial Util | `0.0755` |
| HPWL after DPL | `~750 µm` |
| RePlAce Congestion | `~0.81` |
| # clk buffers | `0` |
| Peak VDD IR | `between 50 and 60 µV` |
==> placed cells by master, fill, tap and decap left out <==
master / Yosys / final
buf_2: 0 / 6
buf_6: 0 / 2
buf_8: 0 / 1
clkdlybuf4s50_1: 0 / 14
dlygate4sd2_1: 0 / 2
dlymetal6s2s_1: 0 / 1
fa_2: 0 / 8
inv_1: 10 / 3
inv_12: 0 / 1
inv_2: 0 / 5
inv_6: 0 / 1
==> cell type report <==
class                           count  share of cell area
Inverter                           10               0.104
Tap cell                           46               0.108
Multi-Input combinational cell      8               0.340
Timing Repair Buffer               26               0.448
==> final timing paths <==
kind | slack (ns) | startpoint | cells after the start | endpoint
worst max-delay path | -1.32 | y[0] | 14 | sum[7]
worst min-delay path | 1.88 | x[1] | 4 | sum[2]
==> metrics by stage <==
stage | TNS (ns) | instances
3_3_place_gp | -10.06 | 90
5_1_grt | -4.86 | 90
3_5_place_dp | -10.15 | 90
4_1_cts | -4.88 | 90
2_1_floorplan | -3.32 | 26
6_report | -4.30 | 90
==> worst max-delay path, stage by stage <==
cell and delay [ns]:
buf_8 0.11, inv_12 0.04, fa_2 0.19, inv_2 0.04
fa_2 0.34, fa_2 0.36, fa_2 0.35, fa_2 0.34
fa_2 0.34, fa_2 0.34, inv_2 0.06, fa_2 0.42
inv_2 0.05, buf_2 0.08
==> per-layer routing <==
| metal | track usage | up-vias |
|---|---|---|
| met3 | 0.0239 | 0 |
| met1 | 0.0279 | 90 |
| met4 | 0 | 0 |
| li1 | - | 96 |
| met2 | 0.0257 | 26 |
| met5 | 0 | - |
==> what timing repair did <==
action	4_1_cts	5_1_grt
pin swaps	8	8
endpoints found under the setup margin	8	7
resized	42	3
endpoints found under the hold margin	0	0
==> report_power, final <==
group	internal, mW	switching (mW)
logic	0.0566	0.0282
clock network	0	0
registers	0	0
==> synth_stat cells <==
master | number | area (µm²)
buf_4 | 8 | 60.1
fa_1 | 8 | 160
inv_1 | 10 | 37.5
==> cells by family after synthesis <==
group,count (synthesis),share of synthesized area
fa+ha+maj,8,0.621
buf+inv,18,0.379
Power figures rest on the tool's default switching activity, not on a simulated workload.
