`./config.mk`:
```
export PLATFORM = sky130hd
export DESIGN_NAME = cyclic_buffer
export DESIGN_NICKNAME = cyclic_buffer
export VERILOG_FILES = /design/flow/design.v
export SDC_FILE = /design/flow/constraint.sdc
export NUM_CORES = 4
export LEC_CHECK = 1
export CORE_AREA = 10 10 70 70
export DIE_AREA = 0 0 80 80
```
`./constraint.sdc`:
```
current_design cyclic_buffer

set clk_period 2.6
set clk_io_pct 0.2

create_clock -name clk0 -period $clk_period [get_ports {clk}]

set non_clock_inputs [all_inputs -no_clocks]
set_input_delay [expr $clk_period * $clk_io_pct] -clock clk0 $non_clock_inputs
set_output_delay [expr $clk_period * $clk_io_pct] -clock clk0 [all_outputs]
```
`./design.v`:
```
module ssegment_display(
    input wire[3:0] value,
    output reg [6:0] segments 
);
    always @(*) begin
        case(value)
            4'h0: segments = 7'b1111110;
            4'h1: segments = 7'b0110000;
            4'h2: segments = 7'b1101101;
            4'h3: segments = 7'b1111001;
            4'h4: segments = 7'b0110011;
            4'h5: segments = 7'b1011011;
            4'h6: segments = 7'b1111101; 
            4'h7: segments = 7'b1110000;
            4'h8: segments = 7'b1111111;
            4'h9: segments = 7'b1111011;
            4'hA: segments = 7'b1110111;
            4'hB: segments = 7'b0011111;
            4'hC: segments = 7'b1001110;
            4'hD: segments = 7'b0111101;
            4'hE: segments = 7'b1001111;
            4'hF: segments = 7'b1000111;
            default: segments = 7'b0000000;
        endcase
    end
endmodule
module cyclic_buffer(
    input wire clk,
    input wire reset,
    input wire btn,
    output wire [6:0] segments
);
    reg [3:0] buffer;
    reg btn_previous;
    wire btn_pressed = btn & (~btn_previous);
    always @(posedge clk or posedge reset) begin
        if (reset) begin
            btn_previous <= 0;
            buffer <= 0;
        end else begin
            btn_previous <= btn;
            if (btn_pressed)
                buffer <= (buffer == 4'b1111) ? 0 : buffer + 1;            
        end
    end
    ssegment_display show(
        .value(buffer),
        .segments(segments)
    );
endmodule
```
`./run.sh`:
```
#!/bin/bash
# OpenROAD 26Q1-2900-gdf79404cd8, Yosys 0.63+post, stock flow scripts
make -C /OpenROAD-flow-scripts/flow DESIGN_CONFIG=/design/flow/config.mk WORK_HOME=/design/flow/orfs finish
```
==> changes_impl.md <==
### Physical design

* R2R depth at 4
* CTS Sinks at 5
* Nature of the critical path endpoint: output pin
* Io pins at 10
* CTS H-tree lvls at 1
* Core area at 3420 um^2
* First-pass GRT wire length at 1.77 mm
* WHS at 0.480 ns
* Pin count of the biggest net entering global routing at 18
* DP Worst Slack at 0.321 ns
* Num CTS Buffers at 3
* Die X at 80 um
* Max_cap viols at 0
* Most frequent logic cell in the layout: clkdlybuf4s50_1
* Initial antenna violation count at 0
* Clock root cell: clkbuf_4
* YS chip area at 504 um^2
* Mapped Cells at 57
* Worst setup margin at 0.162 ns
* Distinct lib cells at 24
* Status: completed
* Starting DRT DRC Count at 19
* Share of cells above drive strength 1 at 14.9%
* Grt ovf at 0
* Yosys aoi share at 23.8%
* Log Warnings at 33
* Post-Route Utilization at 19.0%
* Largest stage delay, worst path at 0.49 ns
* Synth mux share at 2.98%
* Final hold violation count at 0
* Non-filler cells in the finished layout at 113
* Total setup buffers inserted after CTS at 0
* Simple-Gate Area Share at 17.1%
* Switching Share at 38.4%
* Longest Clk Path Bufs at 2
* RR Endpoint: buffer[0]
* Final Max Slew Viols at 0
* Critical path peak fanout at 8
* PostCTS Resize Cnt at 0
* Clock slew at reported path FFs at 0.04 ns
* Worst path cell trace: inv_1, ha_1, mux2_4, a22oi_2, clkdlybuf4s50_1
* Reg2reg start: buffer[0]
* Adder-Cell Fraction of Synth Area at 19.9%
* DR vias/cell at 3.56
* Clock network fraction of total power at 13.3%
* Starting density of the core at 14.8%
* Die Height at 80 um
* Dpl hpwl at 783 um
* Critical path type: reg -> out
* Max VDD drop at 0.252 mV
* Design Area, Final at 651 um^2
* IO buf count at 9
* Setup violators final at 0
* CP top delay family: buffers and inverters
* Total Power at 0.659 mW
* Startpoint type of the worst setup path: flop
* Worst path arrival time at 1.92 ns
* Main logic family: AND-OR/OR-AND gates
* Vias at 402
* Skew-Pair Late Insertion Delay at 0.24 ns
* #FFs+latches synth at 5
* Unrepaired setup endpoints after global routing: yes
* R2R Setup Slk at 1.38 ns
* Psw at 0.253 mW
* Yosys Instances at 57
* Combinational share of power at 57.8%
* Final GP Congestion at 0.726
* Post-Synthesis Cell Area at 504 um^2
* Worst EP required at 2.08 ns
* Setup crit start: buffer[1]
* Number of global-route vias before repair at 403
* Xor/xnor share at 1.74%
* Max_slew headroom at 67.2%
* Minimum clock period at 2.44 ns
* Worst Tran Pin Value at 0.493 ns
* Hold Path Class: in -> async
* Setup TNS at 0 ns
* Final Skew at 0.00112 ns
* Fin crit share at 93.8%
* CTS tree: built
* Tot GR Track Use at 3.25%
* Routed WL at 961 um
* Ys Warns at 2
* PD cells at 1010 nW/um^2
* Row cnt at 21
* Seq share, synth at 24.8%
* Internal Power at 0.406 mW
* F_max at 410 MHz
* Top Layout Cells: clkdlybuf4s50_1, ha_1, a21oi_1
* Static Leakage at 0.264 nW
* Routed WL per cell at 8.50 um
* Layout Area Growth over Synthesis at 29.0%
* CTS Hold Bufs at 0
* Post-DRT Antenna Nets at 0
* Worst path bufs/invs at 2
* ANT cells at 0
* CP max stage cell: clkdlybuf4s50_1
* Chip area at 6400 um^2
* Post-Place Cells at 109
* DP Area at 622 um^2
* Drc violations at 0
* Part of the power in registers at 29.0%
* Syn avg cell area at 8.85 um^2
* DR pass1 iterations at 3
[cell families after synthesis]
family | after synthesis
buf+inv | 8
xor+xnor | 1
mux | 1
fa+ha+maj | 8
compound gates | 18
simple gates | 16
flops | 5
[sequential cells by signal, summed over array words and instances (netlist names)]
name	count
btn_previous	1
buffer	4
[worst max path at each step]
| stage | cells after the start | end | slack, ns |
|---|---|---|---|
| final | 5 | segments[0] | 0.16 |
| after CTS | 5 | segments[0] | 0.06 |
| after global routing | 6 | segments[1] | -0.02 |
[cell type report]
cell class | instances | area, um^2
clock buffer | 4 | 26.3
timing repair buffer | 9 | 90.1
tap | 46 | 57.6
fill | 390 | 2770
sequential | 5 | 128
inverter | 5 | 18.8
multi-input combinational | 44 | 330
[layer usage]
| layer | GRT usage, % | routed length (um) |
|---|---|---|
| met5 | 0 | 0 |
| met4 | 0.528 | 0 |
| met3 | 0.909 | 47 |
| met2 | 5.30 | 426 |
| met1 | 4.23 | 487 |
[cell usage after synthesis]
master	n	area [um^2]
a32oi_1	1	8.76
buf_6	2	22.5
nand3_2	1	10.0
nand3b_1	2	15.0
dfrtp_1	5	125
buf_4	1	7.51
o21ai_0	2	10.0
nand2_1	6	22.5
a21oi_1	7	35.0
mux2_4	1	15.0
ha_1	8	100
nor2b_1	1	6.26
nor2_1	2	7.51
inv_2	1	3.75
o32a_1	1	10.0
a22oi_2	1	12.5
nor3b_1	1	7.51
xnor2_1	1	8.76
nand2b_1	2	12.5
inv_1	4	15.0
o41ai_2	1	16.3
a21o_1	1	7.51
nor3_1	1	5.00
o21ai_1	4	20.0
[worst register-to-register path: stages, from the launching register on]
cell and delay (ns):
dfrtp_2 0.46, ha_1 0.24, nand3_2 0.09, nor3b_1 0.17
a21o_1 0.15
[power groups by stage]
stage	sequential (mW)	combinational, mW	clock, mW
4_1_cts	0.189	0.394	0.0926
5_1_grt	0.204	0.439	0.0985
6_report	0.191	0.381	0.0874
No activity file was given, so power comes from the tool's default toggle rates.
