## /design/flow/design.v

```verilog
module digit_view (
    input clk,
    input write_en,
    input [3:0] data,
    output o_STCP,   
    output o_SHCP,   
    output o_DS      
);
    reg [3:0]   reg_data;
    reg [7:0]   sr_reg_data;
    shift_reg SR(.clk(clk),
                  .write_en(write_en),
                  .data(sr_reg_data), 
                  .o_STCP(o_STCP), 
                  .o_SHCP(o_SHCP),
                  .o_DS(o_DS)
             );
    always @(posedge clk) begin
        if(write_en)
        begin
            reg_data <= data;
            case (reg_data)                       
                5'd0:  begin sr_reg_data <= 8'b00010001; end
                5'd1:  begin sr_reg_data <= 8'b11010111; end
                5'd2:  begin sr_reg_data <= 8'b00110010; end
                5'd3:  begin sr_reg_data <= 8'b10010010; end
                5'd4:  begin sr_reg_data <= 8'b11010100; end
                5'd5:  begin sr_reg_data <= 8'b10011000; end
                5'd6:  begin sr_reg_data <= 8'b00011000; end
                5'd7:  begin sr_reg_data <= 8'b11010011; end
                5'd8:  begin sr_reg_data <= 8'b00010000; end
                5'd9:  begin sr_reg_data <= 8'b10010000; end
            endcase
        end
    end
    assign write_dn = o_SHCP;
endmodule
module shift_reg(
    input clk,           
    input rst,
    input write_en,
    input [7:0] data,
    output write_dn,     
    output reg o_STCP,   
    output reg o_SHCP,   
    output reg o_DS      
);
    reg [0:0] write_dn_r;
    reg [7:0] reg_data;  
    reg [5:0] counter;   
    initial begin
        counter    <= 5'd0;
        write_dn_r <= 1'b1;
    end
    always @(posedge clk) begin
        if (counter < 5'd17)       
            counter <= counter + 1'b1;
        else
            counter <= 5'd0;
    end
    always @(posedge clk) begin
        if(write_en)
        begin
            case (counter)
                5'd1:  begin o_SHCP <= 'b0; o_DS <= reg_data[7]; o_STCP <=  'b0; end
                5'd2:  begin o_STCP <= 'b1; end
                5'd3:  begin o_DS   <= reg_data[6]; o_STCP <=  'b0;  end
                5'd4:  begin o_STCP <= 'b1; end
                5'd5:  begin o_DS   <= reg_data[5]; o_STCP <=  'b0;  end
                5'd6:  begin o_STCP <= 'b1; end
                5'd7:  begin o_DS   <= reg_data[4]; o_STCP <=  'b0;  end
                5'd8:  begin o_STCP <= 'b1; end
                5'd9:  begin o_DS   <= reg_data[3]; o_STCP <=  'b0;  end
                5'd10: begin o_STCP <= 'b1; end
                5'd11: begin o_DS   <= reg_data[2]; o_STCP <=  'b0;  end
                5'd12: begin o_STCP <= 'b1; end
                5'd13: begin o_DS   <= reg_data[1]; o_STCP <=  'b0;  end
                5'd14: begin o_STCP <= 'b1; end
                5'd15: begin o_DS   <= reg_data[0]; o_STCP <=  'b0;  end
                5'd16: begin o_STCP <= 'b1; end
                5'd17: begin o_SHCP <= 'b1; reg_data <= data; end
            endcase
        end
    end
    assign write_dn = o_SHCP;
endmodule
module top (
    input clk,
    output o_STCP_SR1,
    output o_SHCP_SR1,
    output o_DS_SR1,
    output o_STCP_SR2,
    output o_SHCP_SR2,
    output o_DS_SR2,
    output o_STCP_SR3,
    output o_SHCP_SR3,
    output o_DS_SR3,
    output o_STCP_DV1,
    output o_SHCP_DV1,
    output o_DS_DV1,
    output o_STCP_DV2,
    output o_SHCP_DV2,
    output o_DS_DV2,
    output o_LED1
);
    reg [7:0] data1;
    reg [3:0] data2;
    reg [7:0] data3;
    reg [0:0] write_en;        
    reg [24:0] clk_div2Hz_r;   
    reg [0:0]  clk_2Hz_r;      
    wire       clk_2Hz;
    reg [1:0]  data_idx;       
    reg [3:0]  data_dv;
    reg [0:0] rst;
    initial begin
        clk_div2Hz_r <= 24'h0;
        clk_2Hz_r    <= 1'b0;
        rst         <= 1'b0;
        write_en    <= 1'b0;
        data1        <= 8'h00;
        data3        <= 8'h00;
    end
    shift_reg SR1(.clk(clk),
                  .rst(rst),
                  .write_en(write_en),
                  .data(data1), 
                  .o_STCP(o_STCP_SR1), 
                  .o_SHCP(o_SHCP_SR1),
                  .o_DS(o_DS_SR1)
                 );
    shift_reg SR2(.clk(clk),
                  .rst(rst),
                  .write_en(write_en),
                  .data(data1), 
                  .o_STCP(o_STCP_SR2), 
                  .o_SHCP(o_SHCP_SR2),
                  .o_DS(o_DS_SR2)
                 );
    shift_reg SR3(.clk(clk),
                  .rst(rst),
                  .write_en(write_en),
                  .data(data1), 
                  .o_STCP(o_STCP_SR3), 
                  .o_SHCP(o_SHCP_SR3),
                  .o_DS(o_DS_SR3)
                 );
    digit_view DV1(.clk(clk),
                  .write_en(write_en),
                  .data(data2), 
                  .o_STCP(o_STCP_DV1), 
                  .o_SHCP(o_SHCP_DV1),
                  .o_DS(o_DS_DV1));
    digit_view DV2(.clk(clk),
                  .write_en(write_en),
                  .data(data2), 
                  .o_STCP(o_STCP_DV2), 
                  .o_SHCP(o_SHCP_DV2),
                  .o_DS(o_DS_DV2));
    always @(posedge clk)
    begin
        if(clk_div2Hz_r < 24'hCDFE60)
        begin
            clk_div2Hz_r = clk_div2Hz_r + 24'h1;
        end
        if(clk_div2Hz_r == 24'hCDFE60)
        begin
            case(data_idx)
                2'd0: begin data1 <= 8'h00; end
                2'd1: begin data1 <= 8'h55; end
                2'd2: begin data1 <= 8'hAA; end
                2'd3: begin data1 <= 8'hFF; end
            endcase
            write_en     <= 1'b1;
            data_idx     <= data_idx + 2'b1;
            clk_2Hz_r    <= ~clk_2Hz_r;            
            clk_div2Hz_r <= 24'h0;
        end
    end
    assign o_LED1  = clk_2Hz_r[0];
    always @(posedge clk_2Hz_r)
    begin
        if(data_dv > 4'd9)
            data_dv = 4'd0;
        else
            data_dv = data_dv + 1;
        data2 <= data_dv;
    end
endmodule
```

## /design/flow/run.sh

```bash
#!/bin/bash
# OpenROAD 26Q1-2900-gdf79404cd8, Yosys 0.63+post, stock flow scripts
make -C /OpenROAD-flow-scripts/flow DESIGN_CONFIG=/design/flow/config.mk WORK_HOME=/design/flow/orfs finish
```

## /design/flow/config.mk

```make
export PLATFORM = sky130hd
export DESIGN_NAME = top
export DESIGN_NICKNAME = top
export VERILOG_FILES = /design/flow/design.v
export SDC_FILE = /design/flow/constraint.sdc
export NUM_CORES = 4
export LEC_CHECK = 1
export CORE_UTILIZATION = 50
```

## /design/flow/constraint.sdc

```tcl
current_design top

set clk_period 5.8
set clk_io_pct 0.2

create_clock -name clk0 -period $clk_period [get_ports {clk}]

set non_clock_inputs [all_inputs -no_clocks]
set_input_delay [expr $clk_period * $clk_io_pct] -clock clk0 $non_clock_inputs
set_output_delay [expr $clk_period * $clk_io_pct] -clock clk0 [all_outputs]
```

==> impl_metrics.xml <==
<?xml version="1.0" encoding="UTF-8"?>
<metrics>
  <group name="synthesis">
    <metric name="enable_flop_cells" unit="">52</metric>
    <metric name="synth.area.mux_share" unit="">0.0156</metric>
    <metric name="syn_area_per_cell" unit="µm²">10.5</metric>
    <metric name="seq_area_frac_synth" unit="">0.504</metric>
    <metric name="simple_gate_area_frac" unit="">0.191</metric>
    <metric name="yosys_most_used_dff" unit="">sky130_fd_sc_hd__dfxtp_1</metric>
    <metric name="synthCells" unit="">519</metric>
    <metric name="synth_flops" unit="">111</metric>
    <metric name="synthXorXnorAreaFrac" unit="">0.0628</metric>
    <metric name="area_contributors_post_synth" unit="">sky130_fd_sc_hd__edfxtp_1 29%, sky130_fd_sc_hd__dfxtp_1 22%, sky130_fd_sc_hd__ha_1 7.6%</metric>
    <metric name="synth.distinct_cells" unit="">57</metric>
    <metric name="ranking_of_synthesized_cells_by_instance_count" unit="">60 x sky130_fd_sc_hd__nor2_1, 59 x sky130_fd_sc_hd__dfxtp_1, 52 x sky130_fd_sc_hd__edfxtp_1, 34 x sky130_fd_sc_hd__nand2_1, 33 x sky130_fd_sc_hd__ha_1</metric>
    <metric name="ys_warn_count" unit="">4</metric>
    <metric name="asyncSetResetFlopFracSynth" unit="">0</metric>
    <metric name="synthDominantAreaCellType" unit="">sky130_fd_sc_hd__edfxtp_1</metric>
    <metric name="cell_count_listed_in_synth_stat_txt" unit="">519</metric>
    <metric name="synth-adder-area-share" unit="">0.0759</metric>
    <metric name="synth.logic.top_family" unit="">simple AND/OR/NAND/NOR gates</metric>
    <metric name="ys_chip_area" unit="µm²">5440</metric>
    <metric name="top_cell" unit="">sky130_fd_sc_hd__nor2_1</metric>
    <metric name="post_synth_instance_area" unit="µm²">5440</metric>
    <metric name="yosys.area_share.aoi" unit="">0.113</metric>
    <metric name="netlist.area_leader.share" unit="">0.287</metric>
  </group>
  <group name="clock_tree">
    <metric name="cts.repair_timing.setup_buffer_count" unit="">0</metric>
    <metric name="worst_setup_hold_path_clk_slew" unit="ns">0.10</metric>
    <metric name="cts_inserted_buffers" unit="">9</metric>
    <metric name="cts-htree-levels" unit="">3</metric>
    <metric name="clock_tree_from_tritoncts" unit="">done</metric>
    <metric name="insertion_delay" unit="ns">0.37</metric>
    <metric name="cts_hold_repair.buffers" unit="">0</metric>
    <metric name="clockRootBuffer" unit="">sky130_fd_sc_hd__clkbuf_8</metric>
    <metric name="cts_buffer_depth" unit="">2</metric>
    <metric name="cts_repair_resized_insts" unit="">0</metric>
  </group>
  <group name="hold_path">
    <metric name="min-delay-path-class" unit="">flop to flop</metric>
  </group>
  <group name="global_route">
    <metric name="grt-ovfl-total" unit="">0</metric>
    <metric name="grt_pass1_wl" unit="mm">15.1</metric>
    <metric name="antenna_violations_before_repair" unit="">0</metric>
    <metric name="first_global_vias" unit="">3308</metric>
    <metric name="grt.total_usage" unit="">0.173</metric>
    <metric name="use_met1" unit="">0.289</metric>
    <metric name="met2_routing_resource_usage_after_global_routing" unit="">0.261</metric>
    <metric name="globalRouteMet3Util" unit="">0.0294</metric>
    <metric name="busiest_layer" unit="">met1</metric>
    <metric name="grt_start_max_net_pins" unit="">21</metric>
  </group>
  <group name="layout">
    <metric name="area_delta_synth_final" unit="%">8.72</metric>
    <metric name="multi_input_comb_area" unit="µm²">2510</metric>
    <metric name="post_route_cells_drive_above_1_share" unit="">0.0702</metric>
    <metric name="seqCellArea" unit="µm²">2740</metric>
    <metric name="fill_cell_instance_count_of_the_final_layout" unit="">909</metric>
  </group>
  <group name="die">
    <metric name="die.size.y" unit="µm">106</metric>
    <metric name="die_area" unit="µm²">11300</metric>
    <metric name="num_rows" unit="">37</metric>
    <metric name="core" unit="µm²">10400</metric>
    <metric name="floorplanUtilization" unit="">0.522</metric>
    <metric name="io_pins" unit="">17</metric>
    <metric name="die_x" unit="µm">106</metric>
  </group>
  <group name="setup_path">
    <metric name="timing.critical_path.from_type" unit="">flop</metric>
    <metric name="max_fanout_on_critical_path" unit="">11</metric>
    <metric name="worst_ep_arrival_time" unit="ns">3.16</metric>
    <metric name="nature_of_the_critical_path_endpoint" unit="">flop</metric>
    <metric name="critical_path_required" unit="ns">5.86</metric>
    <metric name="setup.worst_path.class" unit="">flop to flop</metric>
  </group>
  <group name="drt">
    <metric name="route.detailed.drc" unit="">0</metric>
    <metric name="route.final.wire_length" unit="mm">8.79</metric>
    <metric name="pre_antenna_drt_iters" unit="">4</metric>
    <metric name="antenna_viol_nets_final" unit="">0</metric>
    <metric name="via_count" unit="">3556</metric>
    <metric name="dr.first_iter.drc_count" unit="">136</metric>
    <metric name="route.detailed.vias_per_inst" unit="">5.25</metric>
    <metric name="antenna-diode-count" unit="">0</metric>
    <metric name="wire_per_inst" unit="µm">13.0</metric>
  </group>
  <group name="final_timing">
    <metric name="timing.final.setup_violations" unit="">0</metric>
    <metric name="finalCritPeriodShare" unit="">0.534</metric>
    <metric name="unclocked_regs" unit="">4</metric>
    <metric name="period_minus_slack" unit="ns">3.10</metric>
    <metric name="timing_max_transition_violations_final" unit="">0</metric>
    <metric name="unconstrained_endpoints" unit="">8</metric>
    <metric name="maxSlewHeadroom" unit="">0.644</metric>
    <metric name="finalHoldViolations" unit="">0</metric>
    <metric name="finalClockSkew" unit="ns">0.0119</metric>
    <metric name="total_neg_setup_slack" unit="ns">0</metric>
    <metric name="timing.fmax" unit="MHz">323</metric>
    <metric name="rsz0062_at_grt" unit="">no</metric>
    <metric name="max_slew.worst_pin.slew" unit="ns">0.534</metric>
  </group>
  <group name="placement">
    <metric name="place.gp.congestion" unit="">0.915</metric>
    <metric name="place.detailed.hpwl" unit="mm">6.32</metric>
    <metric name="numPortBuffers" unit="">16</metric>
  </group>
  <group name="pwr">
    <metric name="maximum_vdd_drop" unit="V">0.000149</metric>
    <metric name="total_power" unit="mW">1.33</metric>
    <metric name="power.leakage" unit="nW">2.32</metric>
    <metric name="power.density" unit="nW/µm²">224</metric>
  </group>
  <group name="run">
    <metric name="warning_count" unit="">50</metric>
    <metric name="drv_cap" unit="">0</metric>
  </group>
  <group name="status">
    <metric name="outcome" unit="">completed</metric>
  </group>
</metrics>
## cell type report
class | instances | share of cell area
Clock buffer | 9 | 0.0209
Clock inverter | 7 | 0.0118
Inverter | 30 | 0.0190
Multi-Input combinational cell | 365 | 0.425
Sequential cell | 111 | 0.464
Tap cell | 136 | 0.0288
Timing Repair Buffer | 19 | 0.0309
## state kept, by name, indices dropped and copies added (netlist names), 4 cells and up
name             flops
DV2.SR.reg_data      7
DV1.SR.reg_data      7
SR3.counter          6
DV1.sr_reg_data      7
DV1.SR.counter       6
SR1.counter          6
DV2.SR.counter       6
clk_div2Hz_r        25
SR2.counter          6
data_dv              4
DV1.reg_data         4
## path summary, 6_finish.rpt
kind                          from          endpoint  slack (ns)  depth (start not counted)
setup reg to reg  clk_div2Hz_r[13]          data1[6]        2.70                          7
hold reg to reg   clk_div2Hz_r[24]  clk_div2Hz_r[24]        0.47                          0
setup / recovery  clk_div2Hz_r[13]          data1[6]        2.70                          7
hold / removal    clk_div2Hz_r[24]  clk_div2Hz_r[24]        0.47                          0
## power by group
| group | internal, mW | switching [mW] |
|---|---|---|
| Sequential | 0.801 | 0.0145 |
| Combinational | 0.0334 | 0.0386 |
| Clock | 0.168 | 0.270 |
## logic make-up (layout without fill, tap and decap cells)
kind of cell	Yosys count	after routing
muxes	8	8
other	2	6
DFF	111	111
adders and majority gates	33	33
AOI/OAI and AO/OA	84	84
buffers and inverters	47	65
and+or+nand+nor	195	195
xor gates and xnor gates	39	39
## through the flow
| stage | hold slack, ns | cell area (µm²) | worst slack [ns] | cells | util |
|---|---|---|---|---|---|
| floorplan | 0.421 | 5460 | 3.19 | 523 | - |
| global placement | 0.452 | 5720 | 2.82 | 661 | 0.549 |
| detailed placement | 0.451 | 5720 | 2.72 | 661 | 0.549 |
| CTS | 0.479 | 5910 | 2.70 | 677 | 0.568 |
| global route | 0.490 | 5910 | 2.48 | 677 | 0.568 |
| finish | 0.473 | 5910 | 2.70 | 677 | 0.568 |
## cell usage in the layout (no fill, tap or decap), types with 6 or more instances in the layout
cell                              netlist  routed
sky130_fd_sc_hd__a21o_1                11      11
sky130_fd_sc_hd__a21oi_1               26      26
sky130_fd_sc_hd__and2_1                10      10
sky130_fd_sc_hd__and3_1                13      13
sky130_fd_sc_hd__clkbuf_8               0       9
sky130_fd_sc_hd__clkdlybuf4s50_1        0      16
sky130_fd_sc_hd__conb_1                 2       6
sky130_fd_sc_hd__dfxtp_1               59      59
sky130_fd_sc_hd__edfxtp_1              52      52
sky130_fd_sc_hd__ha_1                  33      33
sky130_fd_sc_hd__inv_1                 30      30
sky130_fd_sc_hd__nand2_1               34      34
sky130_fd_sc_hd__nand3_1               26      26
sky130_fd_sc_hd__nand4_1                8       8
sky130_fd_sc_hd__nor2_1                60      60
sky130_fd_sc_hd__nor2b_1               12      12
sky130_fd_sc_hd__nor3_1                10      10
sky130_fd_sc_hd__o211ai_1               6       6
sky130_fd_sc_hd__o21ai_0                9       9
sky130_fd_sc_hd__xnor2_1               25      25
sky130_fd_sc_hd__xor2_1                14      14
## per-layer routing
| metal | wire length (µm) | share of wire |
|---|---|---|
| met5 | 0 | 0 |
| met4 | 100 | 0.011 |
| met3 | 270 | 0.031 |
| met2 | 3890 | 0.44 |
| met1 | 4530 | 0.52 |
## critical path, stage by stage (launching register included)
cell	delay [ns]
sky130_fd_sc_hd__dfxtp_1	0.47
sky130_fd_sc_hd__and4_1	0.33
sky130_fd_sc_hd__nand3_1	0.20
sky130_fd_sc_hd__o21ai_2	0.49
sky130_fd_sc_hd__o211ai_1	0.15
sky130_fd_sc_hd__a2111o_1	0.47
sky130_fd_sc_hd__a2111oi_4	0.33
sky130_fd_sc_hd__and2_1	0.34
No activity file was given, so power comes from the tool's default toggle rates.
